==> /design/flow/run.sh <==
#!/bin/bash
# OpenROAD 26Q1-2900-gdf79404cd8, Yosys 0.63+post, stock flow scripts
make -C /OpenROAD-flow-scripts/flow DESIGN_CONFIG=/design/flow/config.mk WORK_HOME=/design/flow/orfs finish
==> /design/flow/design.v <==
module bit_counter #(parameter DATA_WIDTH=32) (
  input logic [DATA_WIDTH-1:0] data_input,
  output logic [$clog2(DATA_WIDTH+1)-1:0] count);
  always_comb begin
    count=0;
    for (int i=0; i<DATA_WIDTH; i++) begin
      if(data_input[i]==1'b1) begin
        count=count+1;
      end
    end
  end
endmodule
==> /design/flow/config.mk <==
export PLATFORM = sky130hd
export DESIGN_NAME = bit_counter
export DESIGN_NICKNAME = bit_counter
export VERILOG_FILES = /design/flow/design.v
export SDC_FILE = /design/flow/constraint.sdc
export NUM_CORES = 4
export LEC_CHECK = 1
export CORE_UTILIZATION = 30
==> /design/flow/constraint.sdc <==
current_design bit_counter

set clk_period 21.0
set clk_io_pct 0.2

create_clock -name clk0 -period $clk_period

set non_clock_inputs [all_inputs -no_clocks]
set_input_delay [expr $clk_period * $clk_io_pct] -clock clk0 $non_clock_inputs
set_output_delay [expr $clk_period * $clk_io_pct] -clock clk0 [all_outputs]
==> impl_metrics.yaml <==
# implementation run metrics
routing:
  drt_wl_total_mm: 12.1
  drtIter0Drc: 230
  drc: 0
  viasPerCell: 4.86
  dr_total_vias: 5231
  routedWlPerCell_um: 11.3
  dr.pass1.iters: 4
  ant_nets: 0
  n_antenna_cell: 0
cells_and_area:
  nFlopsAndLatches: 0
  fillers: 1648
  regArea_um2: 0
  mostFrequentLayoutCells: "buf_4 (153), nand2_1 (84), xnor2_1 (80)"
  area_delta_synth_final_pct: 40.9
  mostFrequentLayoutCell: "buf_4"
  comb_area_um2: 5230
  final_layout_size_suffix_gt1_frac: 0.307
  nClkBuffers: 0
  fin_cells: 1076
floorplan:
  dieArea_um2: 17500
  fp.dieH_um: 132
  core_um2: 16600
  die_x_um: 132
  initial_utilization: 0.307
  io_pins: 38
  rows: 47
synthesis:
  synth_area_um2: 5080
  postSynthCellCount: 703
  yosysUniqueCellTypes: 77
  ys_cells: 703
  ys_seq_frac: 0
  yosysChipArea_um2: 5080
  synth_area_per_cell_um2: 7.23
  synth_warnings: 1
outcome:
  violations: "setup timing"
  status: "complete, but fails checks"
sta:
  fmax_mhz: 44.7
  slew_headroom: 0.452
  period_needed_ns: 22.35
  setup_viol: 5
  hold_ws_ns: 9.42
  rsz0062_at_grt: "true"
  finalHoldViolations: 0
  worstMarginPinSlew_ns: 0.816
  finalMaxSlewViolations: 0
  worst_slack_ns: -1.35
  post-route-period-util: 1.06
placement:
  placed_cells: 1053
  hpwlAfterDp_mm: 9.96
  io_buffers: 38
  gp_congestion: 0.873
worst_hold_path:
  min_from: "data_input[31]"
  worstHoldEndpoint: "count[4]"
  hold_class: "in2out"
  hold_depth: 5
global_route:
  antenna_found_initial: 0
  grt_use_total: 0.139
  grt_pass1_wl_mm: 20.9
  grt_pass1_vias: 4715
  grt_start_max_net_pins: 18
  grt_overflow: 0
critical_path:
  crit_top_cell: "ha_1"
  cp_max_fo: 8
  crit_required_ns: 16.80
  max_stage_delay_ns: 0.42
  path_class: "in2out"
  worstPathArrival_ns: 18.15
  cp_slowest_cell: "xor3_2"
  worst_setup_path_end_kind: "output port"
  startpoint_type: "input pin"
flow_run:
  cap_violations: 0
  tool_warnings: 38
clocking:
  postCtsHoldBufs: 0
## worst max path at each step
stage | from | endpoint | slack, ns | cells after the start
global route | data_input[0] | count[5] | -2.32 | 86
CTS | data_input[1] | count[5] | -2.02 | 87
finish | data_input[1] | count[5] | -1.35 | 84
## repair_timing
| item | 4_1_cts | 5_1_grt |
|---|---|---|
| gates resized | 10 | 41 |
| buffers inserted | 7 | 17 |
| pin swaps | 12 | 55 |
| setup endpoints to repair | 5 | 5 |
## through the flow
stage / setup TNS (ns) / setup WS, ns / cell area (um2) / util
after floorplan: -0.464 / -0.423 / 5370 / -
after global placement: -8.86 / -2.11 / 6830 / 0.412
after detailed placement: -9.04 / -2.15 / 6830 / 0.412
after CTS: -7.93 / -2.02 / 6920 / 0.417
after global routing: -10.28 / -2.32 / 7160 / 0.432
final: -5.75 / -1.35 / 7160 / 0.432
## cell type report
| class | count | share of cell area |
|---|---|---|
| inverter | 29 | 0.0176 |
| multi-input combinational | 636 | 0.731 |
| tap | 220 | 0.0384 |
| timing repair buffer | 191 | 0.213 |
## metal layers
metal	up-vias	GRT usage	wire length (um)
met5	-	0	0
met4	0	0.00192	18
met3	2	0.00118	237
met2	52	0.232	5450
met1	2361	0.214	6400
li1	2816	-	-
## cell families (layout without fill, tap and decap cells)
logic type,count (synthesis),count (layout),share of synthesized area
muxes,22,22,0.0480
and+or+nand+nor,273,273,0.268
buffers and inverters,67,220,0.0551
xor gates and xnor gates,160,160,0.346
adders and majority gates,33,33,0.0812
AOI/OAI and AO/OA,148,148,0.201
## worst max-delay path, delay by kind of cell
kind / cells / cell delay, ns
buf+inv: 8 / 0.79
xor+xnor: 17 / 3.21
simple gates: 18 / 1.79
compound gates: 19 / 2.11
fa+ha+maj: 15 / 4.33
mux: 7 / 1.74
## synthesized netlist by cell type, drive strengths merged, types with 10 or more instances
library cell | instances | area [um2]
nand3 | 33 | 165
nand2b | 16 | 100
xnor3 | 16 | 369
mux2i | 12 | 120
inv | 29 | 109
clkbuf | 26 | 97.6
a31oi | 12 | 75.1
buf | 12 | 73.8
o21ai | 30 | 161
nor2 | 53 | 199
xor2 | 45 | 420
xnor2 | 97 | 921
a21oi | 32 | 175
and3 | 10 | 62.6
nor3 | 14 | 81.3
ha | 33 | 413
nand2 | 90 | 338
