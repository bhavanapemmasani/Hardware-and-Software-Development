**./constraint.sdc**
```tcl
current_design dualport_2KB_RAM_partitioned_memory

set clk_period 153.4
set clk_io_pct 0.2

create_clock -name clk0 -period $clk_period [get_ports {clk_a}]
create_clock -name clk1 -period $clk_period [get_ports {clk_b}]

set non_clock_inputs [all_inputs -no_clocks]
set_input_delay [expr $clk_period * $clk_io_pct] -clock clk0 $non_clock_inputs
set_output_delay [expr $clk_period * $clk_io_pct] -clock clk0 [all_outputs]
```
**./run.sh**
```bash
#!/bin/bash
# OpenROAD 26Q1-2900-gdf79404cd8, Yosys 0.63+post, stock flow scripts
make -C /OpenROAD-flow-scripts/flow DESIGN_CONFIG=/design/flow/config.mk WORK_HOME=/design/flow/orfs finish
```
**./design.v**
```verilog
module dualport_2KB_RAM_partitioned_memory(input logic reset,
                                           input logic clk_a,
                                           input logic clk_b,
                                           input logic wr_en_a,
                                           input logic rd_en_a,
                                           input logic [7:0] data_in_a,
                                           input logic [10:0] address_in_a,
                                           output logic [7:0] rd_data_a,
                                           output logic wr_ack_a,
                                           input logic wr_en_b,
                                           input logic rd_en_b,
                                           input logic [7:0] data_in_b,
                                           input logic [10:0] address_in_b,
                                           output logic [7:0] rd_data_b,
                                           output logic wr_ack_b);
  logic [7:0] mem_a [0:1023];
  logic [7:0] mem_b [1024:2047];
  always_ff @(posedge clk_a) begin
    if(reset) wr_ack_a<=0; 
    else begin
      if(wr_en_a && address_in_a<1024) begin
        mem_a[address_in_a]<=data_in_a;
        wr_ack_a<=1;
      end
      else wr_ack_a<=0;
    end
  end
  always_ff @(posedge clk_b) begin
    if(reset) wr_ack_b<=0;
    else begin
      if(wr_en_b && address_in_b>=1024 && address_in_b<2048) begin
        mem_b[address_in_b]<=data_in_b;
        wr_ack_b<=1;
      end
      else wr_ack_b<=0;
    end
  end
  always_comb begin
    if(rd_en_a && address_in_a<1024) 
      rd_data_a=mem_a[address_in_a];
    else rd_data_a=8'h00;
  end
  always_comb begin
    if(rd_en_b && address_in_b>=1024 && address_in_b<2048) 
      rd_data_b=mem_b[address_in_b];
    else rd_data_b=8'h00;
  end
endmodule
```
**./config.mk**
```make
export PLATFORM = sky130hd
export DESIGN_NAME = dualport_2KB_RAM_partitioned_memory
export DESIGN_NICKNAME = dualport_2KB_RAM_partitioned_memory
export VERILOG_FILES = /design/flow/design.v
export SDC_FILE = /design/flow/constraint.sdc
export NUM_CORES = 4
export LEC_CHECK = 1
export CORE_UTILIZATION = 50
export SYNTH_MEMORY_MAX_BITS = 65536
```
==> results.json <==
{
  "power.internal_mw": 7.00,
  "worstMarginPinSlew_ns": 1.56,
  "cp_num_buf_inv": 11,
  "wl_microns": 1880000,
  "topCellsByArea": "edfxtp_1 78%, mux4_2 12%, mux2i_1 2.3%",
  "grt_pass1_wl_microns": 2610000,
  "synth_cells": 29319,
  "die_w_microns": 1120,
  "status": "complete, but fails checks",
  "setup_viol": 0,
  "ys_warn_count": 1,
  "crit_path_top_delay_cell": "o311ai_1",
  "hold_viol": 0,
  "cp_data_required_time_ns": 122.72,
  "via_per_inst": 6.39,
  "hpwl_microns": 1170000,
  "sw_frac_of_total_pct": 21.4,
  "power_mw": 8.90,
  "gp_congestion": 0.952,
  "peakVddDrop_v": 0.0000133,
  "final_antenna_net_count": 0,
  "synth_top_area_share_pct": 78.4,
  "start_kind": "input port",
  "fin_area_sq_um": 698000,
  "path_max_fanout": 92,
  "ys_cells": 29319,
  "p_switching_mw": 1.90,
  "post-place-ws_ns": 82.74,
  "drt_iter0_markers": 21943,
  "warning_count": 101,
  "postSynth.asyncResetShare_pct": 0,
  "overflow": 0,
  "rsz0062_at_grt": "no",
  "cp_common_cell": "buf_4",
  "syn-mean-instance-area_sq_um": 21.4,
  "synth.lib_cells_used.distinct": 72,
  "slew_headroom_pct": -5.21,
  "cp_slowest_stage_delay_ns": 1.06,
  "fill_cells": 90815,
  "ys_seq_share_pct": 78.4,
  "cts_tree": "done",
  "cts-resized-gates": 0,
  "edf_count": 16384,
  "yosys_register_bits": 16386,
  "endpoint_kind": "output pin",
  "failed_checks": "capacitance limit, slew limit",
  "pwr-share-seq_pct": 55.3,
  "clkTransAtPathRegs_ns": 0.07,
  "ios": 63,
  "comb_area_sq_um": 127000,
  "initCoreUtil_pct": 50.1,
  "p_clk_share_pct": 39.8,
  "grt_max_degree": 137,
  "post-synth-top-count-cell": "edfxtp_1",
  "dr.pass1.iters": 6,
  "wl_per_cell_microns": 38.7,
  "syn_area_sq_um": 627000,
  "die_h_microns": 1120,
  "drive_gt1_share_pct": 22.4,
  "maxSlewViolCount": 2,
  "powerDensity_nw_per_um2": 12.8,
  "post_cts_buffers": 0,
  "drc": 0,
  "fp-row-count": 411,
  "clkSinkCount": 16386,
  "num_vias": 309588,
  "syn_to_final_growth_pct": 11.2,
  "antenna_found_initial": 154,
  "critical_path_class": "in -> out",
  "holdBufCountCts": 0,
  "grt_pass1_vias": 337951,
  "synthTopCellsByCount": "16384 x edfxtp_1, 3443 x mux4_2, 2262 x nor2_1",
  "finalSetupTns_ns": 0,
  "seq_area_sq_um": 492000,
  "combinationalPowerShare_pct": 4.9,
  "yosys_area_sq_um": 627000,
  "setup_ws_ns": 82.52,
  "crit_chain": "buf_16, buf_4, buf_4, buf_4, buf_12, buf_4, buf_4, buf_4, mux4_2, mux2i_1, o211ai_1, buf_4, a2111oi_1, buf_4, o311ai_1, a21oi_1, o21ai_1, clkdlybuf4s50_1",
  "portBuffers": 61,
  "max_cap_violations": 1,
  "ys.flop_type": "edfxtp_1",
  "hold_class": "in -> reg",
  "power.leakage_nw": 215,
  "core_area_sq_um": 1250000,
  "chip_area_sq_um": 1260000,
  "place_area_sq_um": 652000,
  "crit_family": "buffers and inverters",
  "crit_arrival_ns": 40.20,
  "top_area_cell": "edfxtp_1",
  "grt_usage_pct": 34.0
}
[path summary, 6_finish.rpt]
check,from,to,depth (start not counted)
max,address_in_a[1],rd_data_a[1],18
min,data_in_a[0],mem_a[972][0],1
max in group clk1,address_in_b[1],mem_b[1163][2],11
min in group clk1,data_in_b[6],mem_b[1089][6],1
[placed cells by master (no fill, tap or decap), types with 41 or more instances in the layout]
cell            n
mux4_2       3443
o21ai_0       167
clkbuf_1      266
clkinv_1      351
a31oi_1        72
nand2_1       334
bufinv_16     116
nand2_4        65
o22ai_1       577
buf_4        1376
clkinvlp_4     57
nand3_1       111
mux2i_1      1428
a22oi_1      1223
edfxtp_1    16384
clkinv_2      206
nor2_1       2238
buf_12         58
nor4_1        143
a21oi_1       185
clkbuf_16    1461
a211oi_1       44
o211ai_1       41
nor3_1         42
a41oi_1        41
a22o_1        113
diode_2       307
nand4_1       229
a221oi_1      140
[power by group through the flow]
stage     clock network [mW]  registers, mW  logic [mW]
6_report                3.54           4.92       0.438
4_1_cts                 3.59           4.92       0.435
5_1_grt                 3.74           4.92       0.458
[metal layers]
metal	up-vias	GRT usage, %	wire length (microns)
met3	3879	26.9	348000
met1	158824	39.5	531000
met4	210	15.5	114000
met2	21398	47.5	880000
li1	125277	-	-
met5	-	2.38	3790
[kinds of logic after synthesis]
logic type | synth area share, %
compound gates | 3.12
buf+inv | 1.51
flops | 78.4
mux | 14.7
simple gates | 2.25
[sequential cells by signal, summed over array words and instances (netlist names)]
register and cells:
mem_a 8192, mem_b 8192, wr_ack_a 1, wr_ack_b 1
[stage by stage]
stage | utilization, % | std cells | hold slack, ns
after floorplan | - | 29319 | 30.78
after global placement | 52.1 | 45607 | 31.12
after detailed placement | 52.1 | 45610 | 31.13
after CTS | 55.7 | 48142 | 30.01
after global routing | 55.7 | 48249 | 30.02
final | 55.7 | 48451 | 30.03
[area by class of cell]
cell class | count | area share (%)
diodes | 307 | 0.110
clock buffers | 1727 | 5.38
clock inverters | 805 | 1.04
inverters | 17 | 0.0131
multi-input cells | 10992 | 18.2
flip-flops and latches | 16386 | 70.5
well taps | 16726 | 3.00
repair buffers | 1491 | 1.75
Power is estimated from default activity; no workload was simulated.
